--- flow/config.mk ---
export PLATFORM = sky130hd
export DESIGN_NAME = lower_layer_2_1_ctrl_top
export DESIGN_NICKNAME = lower_layer_2_1_ctrl_top
export VERILOG_FILES = /design/flow/design.v
export SDC_FILE = /design/flow/constraint.sdc
export NUM_CORES = 4
export LEC_CHECK = 1
export CORE_AREA = 10 10 114 114
export DIE_AREA = 0 0 124 124
--- flow/design.v ---
module lower_layer_2_1_ctrl  (
    input clk,rst_n,load,cmp1,cmp2,
    output swap ,update,done,sel
);
    reg swap_nx,swap_r; 
    reg update_nx,update_r;
    reg done_nx,done_r;
    reg sel_nx,sel_r;
    reg [1:0] small_count_nx ,small_count_r , large_count_nx, large_count_r;
    reg [1:0] data_count_nx,data_count_r;
    enum bit [1:0] {IDLE , CMP2 , CMP1 ,WAIT} current_state , next_state;
    always @ (posedge clk , negedge rst_n)begin
        if(!rst_n)begin
            current_state<=IDLE;
            swap_r<='b0;
            update_r<='b0;
            done_r<='b0;
            sel_r<='b0;
            data_count_r<='b0;
            large_count_r<='b0;
            small_count_r<='b0;
        end
        else begin
            current_state<=next_state;
            swap_r<=swap_nx;
            update_r<=update_nx;
            done_r<=done_nx;
            sel_r<=sel_nx; 
            data_count_r<=data_count_nx;
            large_count_r<=large_count_nx;   
            small_count_r<=small_count_nx;
        end
    end
    always @ (*)begin
        next_state=current_state;
        swap_nx='b0;
        update_nx=update_r;
        done_nx=done_r;               
        sel_nx=sel_r;  
        data_count_nx = data_count_r;
        small_count_nx =small_count_r;
        large_count_nx =large_count_r;
        case(current_state)
            IDLE:begin
                if(load==1'b1)begin
                    next_state=CMP2;
                    done_nx='b0;    
                end
            end
            CMP2:begin
                if(cmp2)begin  
                    swap_nx=1'b1;
                    next_state=WAIT;
                end
                else begin
                    next_state=CMP1;
                end
            end
            WAIT:begin
                     next_state=CMP1;
            end
            CMP1:begin
                if(data_count_r==2'd3)begin
                    next_state=IDLE;
                    done_nx=1'b1;
                    update_nx=1'b0;
                    sel_nx=1'b0;
                    data_count_nx='b0;
                    large_count_nx='b0;
                    small_count_nx='b0;
                end
                else begin
                    if(swap_r==1'b1)begin  
                        update_nx=1'b0;
                    end
                    else if (large_count_r==2'd2)begin
                        update_nx=1'b1;
                        data_count_nx=data_count_r+1;
                        sel_nx=1'b1;
                    end
                    else if (small_count_r==2'd1)begin
                        sel_nx=1'b0;
                        update_nx=1'b1;
                        data_count_nx=data_count_r+1;
                        large_count_nx=large_count_r+1;
                        swap_nx=1'b1;
                        if(large_count_r==2'd1)begin
                            swap_nx=1'b0;
                        end
                    end
                    else if (cmp1==1'b0)begin   
                        sel_nx=1'b0;
                        swap_nx=1'b1;
                        update_nx=1'b1;
                        large_count_nx=large_count_r+1;
                        data_count_nx=data_count_r+1;
                        if(large_count_r==2'd1)begin
                            swap_nx=1'b0;
                        end
                    end
                    else if (cmp1==1'b1)begin  
                        sel_nx=1'b1;
                        data_count_nx=data_count_r+1;
                        small_count_nx=small_count_r+1;
                        update_nx=1'b1;
                    end
                end
            end
        endcase
    end
    assign swap =swap_r;
    assign update = update_r;
    assign sel = sel_r;
    assign done = done_r;
endmodule
module lower_layer_2_1_datapath #(
    parameter DATA_WIDTH=8
) (
    input clk , rst_n , load,swap, sel,
    input [DATA_WIDTH-1:0]  data_0,data_1,data_2,
    output [DATA_WIDTH-1:0] sorted_data ,
    output cmp1 , cmp2   
);
    reg      [DATA_WIDTH-1:0]    data_0_r;
    wire     [DATA_WIDTH-1:0]    data_1_r;
    wire     [DATA_WIDTH-1:0]    data_2_r;
    always @ (posedge clk , negedge rst_n)begin
        if(!rst_n)begin
            data_0_r<= 'b0;
            end
        else if(load==1'b1)begin
            data_0_r<=data_0;
        end
    end
     swap_unit #(  .DATA_WIDTH(DATA_WIDTH)) swap_unit_inst (
     .clk(clk) , .rst_n(rst_n),.load(load),.swap(swap),
    .data_1(data_1) ,
    .data_2(data_2) ,
    .s_data_1(data_1_r) ,
    .s_data_2(data_2_r) 
);
    assign cmp1= data_0_r<data_1_r ? 1'b1:1'b0;  
    assign cmp2= data_1_r>data_2_r ? 1'b1:1'b0;  
    assign sorted_data = (sel==1'b1) ? data_0_r:data_1_r;
endmodule
module lower_layer_2_1_ctrl_top #(
    parameter DATA_WIDTH=8
) (
    input clk , rst_n,load , 
    input [DATA_WIDTH-1:0] data_0, data_1, data_2,
    output done , update ,
    output[DATA_WIDTH-1:0] sorted_data 
);
    wire cmp1,cmp2,swap,sel;
     lower_layer_2_1_datapath #( .DATA_WIDTH(DATA_WIDTH)) lower_data_path
     (
     .clk(clk) , .rst_n(rst_n) , .load(load),.swap(swap),.sel(sel),
     .data_0(data_0),.data_1(data_1),.data_2(data_2),
     .sorted_data(sorted_data) ,
     .cmp1(cmp1) , .cmp2(cmp2));   
    lower_layer_2_1_ctrl     lower_2_1_ctr_inst (
     .clk(clk),.rst_n(rst_n),.load(load),.cmp1(cmp1),.cmp2(cmp2),
     .swap(swap) ,.update(update),.done(done),.sel(sel)
);
endmodule
module swap_unit #(
    parameter DATA_WIDTH=8
) (
    input clk , rst_n,load,swap,
    input       [DATA_WIDTH-1:0] data_1 ,
    input       [DATA_WIDTH-1:0] data_2 ,
    output reg  [DATA_WIDTH-1:0] s_data_1 ,
    output reg  [DATA_WIDTH-1:0] s_data_2 
);
    always @ (posedge clk , negedge rst_n)begin
        if(!rst_n)begin
            s_data_1<='b0;
            s_data_2<='b0;
        end
        else if  (swap==1'b1)begin
            s_data_1<=s_data_2;
            s_data_2<=s_data_1;
        end
        else if (load==1'b1)begin
            s_data_1<=data_1;
            s_data_2<=data_2;  
        end
    end
endmodule
--- flow/constraint.sdc ---
current_design lower_layer_2_1_ctrl_top

set clk_period 4.2
set clk_io_pct 0.2

create_clock -name clk0 -period $clk_period [get_ports {clk}]

set non_clock_inputs [all_inputs -no_clocks]
set_input_delay [expr $clk_period * $clk_io_pct] -clock clk0 $non_clock_inputs
set_output_delay [expr $clk_period * $clk_io_pct] -clock clk0 [all_outputs]
--- flow/run.sh ---
#!/bin/bash
# OpenROAD 26Q1-2900-gdf79404cd8, Yosys 0.63+post, stock flow scripts
make -C /OpenROAD-flow-scripts/flow DESIGN_CONFIG=/design/flow/config.mk WORK_HOME=/design/flow/orfs finish
==> results.py <==
# Auto-generated metrics
metrics = {
    "critical_path": {
        "cpPeakStageDelay_ns": 0.55,
        "crit_path_start_kind": "flop",
        "critPathMaxFanout": 17,
        "crit_type": "flop to output port",
        "worstPathCellList": "o21ai_0 -> clkdlybuf4s50_1",
        "cp-startpoint": "lower_2_1_ctr_inst.sel_r$_DFFE_PN0P_",
        "worstSetupEndpointType": "output port",
        "cp_top_family": "flip-flops",
        "r2r_start": "lower_data_path.swap_unit_inst.s_data_1[6]$_DFFE_PN0P_",
        "cp_num_buf_inv": 1,
        "cp.arrival_ns": 1.72,
        "cpMaxStageDelayCell": "dfrtp_1",
        "cp.required_ns": 3.36,
    },
    "layout": {
        "final_cells": 388,
        "logic_area_mm2": 0.00106,
        "drive_above_1_share_pct": 10.3,
        "fillers": 1081,
        "seq_area_um2": 952,
        "area_delta_synth_final_pct": 28.1,
    },
    "synthesis": {
        "edf_count": 0,
        "avgSynthCellArea_um2": 10.0,
        "synthDistinctLibCells": 38,
        "synth-warning-count": 3,
        "seq_area_frac_synth_pct": 44.3,
        "top_cells_by_area": "dfrtp_1 43%, ha_1 11%, mux2i_1 7.9%, o21ai_0 6.3%, mux2_2 4.7%",
        "ys.flop_type": "dfrtp_1",
        "ys_cells": 215,
        "ys_chip_area_mm2": 0.00215,
        "ys_ff": 38,
        "top_area_share_pct": 43.1,
        "async_reset_ff_share_pct": 100,
        "yosysTopAreaCell": "dfrtp_1",
        "synth_cells": 215,
        "syn_area_mm2": 0.00215,
    },
    "drt": {
        "vias": 1602,
        "wl_per_cell_um": 12.4,
        "firstDrtPassIters": 4,
        "drc": 0,
        "final_antenna_net_count": 0,
        "vias_per_cell": 4.13,
        "insertedDiodeCount": 0,
        "drtIter0Drc": 68,
        "routed_wl_um": 4830,
    },
    "clock_tree": {
        "root_buffer": "clkbuf_8",
        "postCtsHoldBufs": 0,
        "ctsResizeCount": 0,
        "clkSinkCount": 38,
        "post_cts_buffers": 0,
        "cts_tree": "yes",
        "clk_latency_ns": 0.29,
        "clkTransAtPathRegs_ns": 0.08,
        "cts_inserted_buffers": 5,
        "htree_levels": 2,
        "clockBufferDepth": 2,
    },
    "pwr": {
        "pwr-share-clk_pct": 14.8,
        "leakage_nw": 1.26,
        "p_seq_share_pct": 37.1,
        "combPwrFrac_pct": 48.1,
        "irDropWorstVdd_mv": 0.168,
        "swShare_pct": 38.2,
        "switching_power_w": 0.000673,
        "power.density_mw_per_mm2": 640,
        "power.internal_w": 0.00109,
    },
    "timing": {
        "setup_viol": 0,
        "fin_crit_ns": 2.56,
        "fin_tns_setup_ns": 0,
        "hold_violations": 0,
        "rsz0062_at_grt": "no",
        "clock_skew_ns": 0.00932,
        "drv_slew": 0,
        "worst_pin_slew_ns": 0.481,
        "fmax_mhz": 391,
        "relSlewSlack_pct": 67.9,
        "period_used_pct": 60.9,
    },
    "grt": {
        "grt_max_degree": 39,
        "grt_pass1_vias": 1665,
        "antenna_found_initial": 0,
        "grt_overflow": 0,
        "grt_use_total_pct": 6.68,
        "grt_pass1_wl_um": 8370,
    },
    "min_path": {
        "hp-start": "lower_2_1_ctr_inst.update_r$_DFFE_PN0N_",
        "hold_class": "flop to flop",
    },
    "run_status": {
        "outcome": "completed",
    },
    "placement": {
        "dp_cells": 380,
        "io_buffers": 36,
        "place_congestion": 0.793,
        "hpwl_um": 3690,
    },
    "floorplan": {
        "rows": 37,
        "ios": 37,
        "fp_util_pct": 20.6,
        "die_w_um": 124,
        "coreArea_mm2": 0.0104,
        "die_area_mm2": 0.0154,
        "dieHeight_um": 124,
    },
    "flow_run": {
        "log.warning_count": 26,
        "drv_cap": 0,
    },
}
[path summary, 6_finish.rpt]
kind | end | depth (start not counted) | slack [ns]
max | sorted_data[2] | 2 | 1.64
min | lower_2_1_ctr_inst.update_r$_DFFE_PN0N_ | 2 | 0.49
max reg2reg | lower_2_1_ctr_inst.swap_r$_DFF_PN0_ | 7 | 2.05
min reg2reg | lower_2_1_ctr_inst.update_r$_DFFE_PN0N_ | 2 | 0.49
max in group asynchronous | lower_2_1_ctr_inst.current_state[0]$_DFF_PN1_ | 2 | 3.27
min in group asynchronous | lower_2_1_ctr_inst.current_state[3]$_DFF_PN0_ | 2 | 0.59
[tightest hold or removal path: stages, from the launching register on]
cell	delay (ns)
dfrtp_1	0.35
nand2_1	0.05
o31ai_1	0.06
[routing by layer]
metal  GRT usage, %  part of all wire [%]
met1           9.19                    47
met2           10.4                    44
met3           2.16                   7.4
met4          0.935                   1.3
met5              0                     0
[placed cells by master (no fill, tap or decap), types with 4 or more instances in the layout]
master and instances:
nand2_1 26, o21ai_0 27, clkbuf_8 6, clkdlybuf4s50_1 35
ha_1 19, nor2_1 4, mux2_2 9, a21o_1 5
dfrtp_1 37, a21oi_1 4, inv_1 25, mux2i_1 17
[area by class of cell]
cell class / instances / area share [%]
inverters: 25 / 3.41
flip-flops and latches: 38 / 34.6
clock inverters: 2 / 0.455
clock buffers: 6 / 3.00
well taps: 136 / 6.18
multi-input cells: 142 / 38.6
repair buffers: 39 / 13.7
[registers in the layout, indices dropped and copies added (netlist names)]
| name | flops |
|---|---|
| lower_2_1_ctr_inst.small_count_r | 2 |
| lower_2_1_ctr_inst.sel_r | 1 |
| lower_2_1_ctr_inst.swap_r | 1 |
| lower_2_1_ctr_inst.data_count_r | 2 |
| lower_2_1_ctr_inst.large_count_r | 2 |
| lower_2_1_ctr_inst.current_state | 4 |
| lower_data_path.swap_unit_inst.s_data_1 | 8 |
| lower_2_1_ctr_inst.update_r | 1 |
| lower_2_1_ctr_inst.done_r | 1 |
| lower_data_path.swap_unit_inst.s_data_2 | 8 |
| lower_data_path.data_0_r | 8 |
[cells in the mapped netlist, types with 2 or more instances]
| cell | count |
|---|---|
| mux2i_1 | 17 |
| a21o_1 | 5 |
| mux2_2 | 9 |
| a211o_1 | 2 |
| dfrtp_1 | 37 |
| nand2_1 | 26 |
| and2_1 | 2 |
| and4_1 | 2 |
| inv_1 | 25 |
| ha_1 | 19 |
| and3_1 | 2 |
| clkbuf_1 | 7 |
| a21oi_1 | 4 |
| nand2b_1 | 3 |
| buf_2 | 2 |
| o21ai_0 | 27 |
| o22ai_1 | 2 |
| nor2_1 | 4 |
[metrics by stage]
stage | hold slack, ns | util (%) | cell area, um2 | power [W] | setup WS [ns]
4_1_cts | 0.503 | 26.4 | 2750 | 0.00179 | 1.62
3_5_place_dp | 0.481 | 25.5 | 2660 | 0.00152 | 1.96
5_1_grt | 0.544 | 26.4 | 2750 | 0.00197 | 1.46
3_3_place_gp | 0.485 | 25.5 | 2660 | 0.00150 | 1.92
6_report | 0.494 | 26.4 | 2750 | 0.00176 | 1.64
2_1_floorplan | 0.424 | - | 2150 | 0.00121 | 2.23
[power by group through the flow]
stage,Combinational (W),Clock [W],Sequential (W)
global route,0.000995,0.000287,0.000683
CTS,0.000868,0.000269,0.000656
finish,0.000848,0.000260,0.000654
[logic make-up after synthesis]
| family | share of synthesized area (%) |
|---|---|
| flip-flops | 44.3 |
| AND-OR/OR-AND | 16.4 |
| adder cells (fa/ha/maj) | 11.1 |
| buffers and inverters | 6.23 |
| AND/OR/NAND/NOR | 9.43 |
| multiplexers | 12.6 |
Power and IR drop assume default switching activity.
