==> /design/flow/design.v <==
module lower_layer_2_0_ctrl  (
    input clk,rst_n,load,cmp2,
    output swap ,update,done,sel
);
    reg swap_nx,swap_r; 
    reg update_nx,update_r;
    reg done_nx,done_r;
    reg sel_nx,sel_r;
    reg [1:0] data_count_nx, data_count_r;
    enum bit  {IDLE , SWAP} current_state , next_state;
    reg  swap_done_nx,swap_done_r;
    always @ (posedge clk , negedge rst_n)begin
        if(!rst_n)begin
            current_state<=IDLE;
            swap_r<='b0;
            update_r<='b0;
            done_r<='b0;
            sel_r<='b0;
            data_count_r<='b0;
            swap_done_r='b0;
        end
        else begin
            current_state<=next_state;
            swap_r<=swap_nx;
            update_r<=update_nx;
            done_r<=done_nx;
            sel_r<=sel_nx; 
            data_count_r<=data_count_nx;
            swap_done_r=swap_done_nx;
        end
    end
    always @ (*)begin
        next_state=current_state;
        swap_nx=swap_r;
        update_nx=update_r;
        done_nx=done_r;               
        sel_nx=sel_r;  
        data_count_nx=data_count_r;
        swap_done_nx=swap_done_r;
        case(current_state)
            IDLE:begin
                if(load==1'b1)begin
                    next_state=SWAP;
                    done_nx='b0;    
                end
            end
            SWAP:begin
                if(data_count_r==2'd2)begin
                    swap_nx=1'b0;
                    update_nx=1'b0;
                    done_nx=1'b1;
                    next_state=IDLE;
                end
                if(cmp2 && !(swap_done_r))begin
                    swap_nx=1'b1;
                    swap_done_nx=1'b1;
                end
                else begin
                    update_nx=1'b1;
                    swap_nx=1'b1;
                    data_count_nx=data_count_r+1;
                end
            end
        endcase
    end
    assign swap =swap_r;
    assign update = update_r;
    assign sel = sel_r;
    assign done = done_r;
endmodule
module lower_layer_2_0_datapath #(
    parameter DATA_WIDTH=8
) (
    input clk , rst_n , load,swap, sel,
    input [DATA_WIDTH-1:0]  data_0,data_1,
    output [DATA_WIDTH-1:0] sorted_data ,
    output   cmp2   
);
    reg      [DATA_WIDTH-1:0]    data_0_r;
    wire     [DATA_WIDTH-1:0]    data_1_r;
     swap_unit #(  .DATA_WIDTH(DATA_WIDTH)) swap_unit_inst (
     .clk(clk) , .rst_n(rst_n),.load(load),.swap(swap),
    .data_1(data_1) ,
    .data_2(data_2) ,
    .s_data_1(data_0_r) ,
    .s_data_2(data_1_r) 
);
    assign cmp2= data_0_r>data_1_r ? 1'b1:1'b0;  
    assign sorted_data = data_1_r;
endmodule
module lower_layer_2_0_ctrl_top #(
    parameter DATA_WIDTH=8
) (
    input clk , rst_n,load , 
    input [DATA_WIDTH-1:0] data_0, data_1,
    output done , update ,
    output[DATA_WIDTH-1:0] sorted_data 
);
    wire cmp2,swap,sel;
 lower_layer_2_0_datapath #(
     .DATA_WIDTH(DATA_WIDTH)
 ) lower_layer_2_0_datapath_inst (
     .clk(clk) , .rst_n(rst_n) , .load(load),.swap(swap), .sel(sel),
    .data_0(data_0),.data_1(data_1),
    .sorted_data(sorted_data) ,
    .cmp2(cmp2)   
);
 lower_layer_2_0_ctrl  lower_layer_2_0_ctrl_inst (
     .clk(clk),.rst_n(rst_n),.load(load),.cmp2(cmp2),
     .swap(swap) ,.update(update),.done(done),.sel(sel)
);
endmodule
module swap_unit #(
    parameter DATA_WIDTH=8
) (
    input clk , rst_n,load,swap,
    input       [DATA_WIDTH-1:0] data_1 ,
    input       [DATA_WIDTH-1:0] data_2 ,
    output reg  [DATA_WIDTH-1:0] s_data_1 ,
    output reg  [DATA_WIDTH-1:0] s_data_2 
);
    always @ (posedge clk , negedge rst_n)begin
        if(!rst_n)begin
            s_data_1<='b0;
            s_data_2<='b0;
        end
        else if  (swap==1'b1)begin
            s_data_1<=s_data_2;
            s_data_2<=s_data_1;
        end
        else if (load==1'b1)begin
            s_data_1<=data_1;
            s_data_2<=data_2;  
        end
    end
endmodule
==> /design/flow/run.sh <==
#!/bin/bash
# OpenROAD 26Q1-2900-gdf79404cd8, Yosys 0.63+post, stock flow scripts
make -C /OpenROAD-flow-scripts/flow DESIGN_CONFIG=/design/flow/config.mk WORK_HOME=/design/flow/orfs finish
==> /design/flow/config.mk <==
export PLATFORM = sky130hd
export DESIGN_NAME = lower_layer_2_0_ctrl_top
export DESIGN_NICKNAME = lower_layer_2_0_ctrl_top
export VERILOG_FILES = /design/flow/design.v
export SDC_FILE = /design/flow/constraint.sdc
export NUM_CORES = 4
export LEC_CHECK = 1
export CORE_AREA = 10 10 98 98
export DIE_AREA = 0 0 108 108
==> /design/flow/constraint.sdc <==
current_design lower_layer_2_0_ctrl_top

set clk_period 2.2
set clk_io_pct 0.2

create_clock -name clk0 -period $clk_period [get_ports {clk}]

set non_clock_inputs [all_inputs -no_clocks]
set_input_delay [expr $clk_period * $clk_io_pct] -clock clk0 $non_clock_inputs
set_output_delay [expr $clk_period * $clk_io_pct] -clock clk0 [all_outputs]
==> out/metrics.cfg <==
[global_route]
antenna_found_initial=0
grt_pass1_wl_um=4510
grt_pass1_vias=902
grt_overflow=0
grt_usage=0.0475
grt_start_max_net_pins=24

[sta]
final.setup_skew_ns=0.00263
finalCritPeriodShare=0.792
fmax_ghz=0.574
worstMarginPinSlew_ns=0.397
maxSlewViolCount=0
setup_violations=0
relSlewSlack=0.735
rsz0062_at_grt=false
period_needed_ns=1.74
layout_setup_ws_ns=0.457
hold_viol_final=0
finalSetupTns_ns=0
hold_ws_ns=0.504

[clock_tree]
cts_made_buffers=3
cts-root-buf=clkbuf_8
ctsHoldBuffers=0
clk_latency_ns=0.26
htree_levels=1
cts.sinks=23
cts_buffer_depth=2
cts_resized=0
cts_setup_buffers=0
clkTransAtPathRegs_ns=0.08
cts_tree=yes

[synth]
top_cells_by_area=dfrtp_1 48%, ha_1 9.5%, mux2i_1 6.7%
ys_cells=119
synth_area_um2=1190
ys_seq_frac=0.484
synth.distinct_cells=27
ys_area_um2=1190
synth_flop_count=23
syn_area_per_cell_um2=9.99
synthCells=119
top_area_frac=0.484
yosys_warnings=5
synth_top_cell_by_area=dfrtp_1

[detailed_routing]
dr.pass1.iters=4
route.antenna.remaining_nets=0
viasPerCell=3.72
drc=0
post_drt_wl_per_cell_um=11.0
drtIter0Drc=61
diodes=0
routed_wl_um=2670
vias=903

[placement]
dp_hpwl_um=1960
post-place-ws_ns=0.466
io_buffers=20
gp_congestion=0.740

[critical_path]
worst-setup-path-type=register to register
required_ns=2.37
worstPathCellList=inv_1 > ha_1 > a21oi_1 > o21ai_1 > or4_1 > o2111ai_1
cp-start-kind=register
r2r_slack_ns=0.46
cp.arrival_ns=1.92
critPathSlowestCell=or4_1
crit_path_max_fanout=5
slowest_delay_ns=0.49
endpoint_kind=register

[pwr]
powerDensity_nw_per_um2=793
finalPower_mw=1.24
ir_drop_v=0.000317
leakage_nw=0.673

[floorplan]
core_area_um2=7650
fp_util=0.155
fp.dieW_um=108
num_rows=32
io_pins=29
die_height_um=108
die_area_um2=11700

[finish]
fin_util=0.205
area_delta_synth_final_pct=31.6
drive_above_1_share=0.0851
nFillCells=818

[hold_path]
hold_class=register to register
min_from=lower_layer_2_0_ctrl_inst.swap_done_r

[flow_run]
maxCapViolCount=0
tool_warnings=33

[status]
outcome=finished clean

==> worst max-delay path, delay by kind of cell, from the launching register on <==
family                     cells  cell delay (ns)
AOI/OAI and AO/OA              3             0.39
adders and majority gates      1             0.33
buffers and inverters          1             0.07
DFF                            1             0.38
and+or+nand+nor                1             0.49
==> final timing paths <==
path,cells past startpoint,to
max reg2reg,6,lower_layer_2_0_ctrl_inst.data_count_r[0]
min reg2reg,1,lower_layer_2_0_ctrl_inst.swap_done_r
max in group asynchronous,2,lower_layer_2_0_ctrl_inst.swap_done_r
max,6,lower_layer_2_0_ctrl_inst.data_count_r[0]
min in group asynchronous,2,async pin
min,1,lower_layer_2_0_ctrl_inst.swap_done_r
==> stage by stage <==
step                      cell area [µm²]  cells
after global placement               1520    239
after detailed placement             1520    239
after CTS                            1560    243
after floorplan                      1190    119
after global routing                 1560    243
final                                1560    243
==> state kept, by name (all words and copies together), names as in the netlist <==
signal                                                 cells
lower_layer_2_0_ctrl_inst.current_state                    1
lower_layer_2_0_ctrl_inst.data_count_r                     2
lower_layer_2_0_ctrl_inst.done_r                           1
lower_layer_2_0_ctrl_inst.swap_done_r                      1
lower_layer_2_0_ctrl_inst.swap_r                           1
lower_layer_2_0_ctrl_inst.update_r                         1
lower_layer_2_0_datapath_inst.swap_unit_inst.s_data_1      8
lower_layer_2_0_datapath_inst.swap_unit_inst.s_data_2      8
==> cell usage after synthesis <==
cell type  count
o211ai_2       1
a21oi_2        1
o31ai_1        7
o21a_1         1
buf_2          1
nor2_1         3
a21oi_1        3
o21ai_1        1
nand3_1        1
mux2i_1        8
o211ai_1       3
ha_1           9
inv_1         10
o21bai_1       1
nor2b_4        1
nand4_1        2
or4_1          1
or2_2          2
o21ai_0       12
dfrtp_1       23
a22oi_1        1
clkbuf_1       4
o2111ai_1      1
a22o_1         1
nand2_1       18
inv_2          1
nand2b_1       2
==> per-layer routing <==
metal  vias up  global-route usage  wire, µm
met3         2              0.0235       239
met2        18              0.0651      1050
met4         0             0.00286        10
met5         -                   0         0
met1       425              0.0687      1370
li1        458                   -         -
==> cells in the final DEF (no fill, tap or decap), types with 2 or more instances in the layout <==
master,instances
dfrtp_1,23
clkdlybuf4s50_1,20
nand2_1,18
o21ai_0,12
inv_1,10
ha_1,9
mux2i_1,8
o31ai_1,7
a21oi_1,3
nor2_1,3
o211ai_1,3
clkbuf_8,3
buf_4,3
or2_2,2
nand4_1,2
nand2b_1,2
==> cell type report <==
type	count	area (µm²)	area share
inverter	11	41.3	0.0264
clock buffer	4	45.0	0.0288
timing repair buffer	23	223	0.142
sequential	23	576	0.368
multi-input combinational	80	552	0.353
tap	102	128	0.0816
==> report_power, final <==
group / switching (mW) / total (mW) / leakage [nW] / internal [mW]
clock network: 0.127 / 0.256 / 0.0228 / 0.129
logic: 0.184 / 0.401 / 0.379 / 0.217
registers: 0.0750 / 0.584 / 0.271 / 0.509
total: 0.386 / 1.24 / 0.673 / 0.855
==> kinds of logic (layout without fill, tap and decap cells) <==
logic type	Yosys count	after routing	synth area share
AND-OR/OR-AND	33	33	0.182
multiplexers	8	8	0.0674
AND/OR/NAND/NOR	30	30	0.120
flip-flops	23	23	0.484
buffers and inverters	16	38	0.0516
adder cells (fa/ha/maj)	9	9	0.0947
Power is estimated from default activity; no workload was simulated.
