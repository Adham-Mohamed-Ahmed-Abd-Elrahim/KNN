File: design.v
module lower_layer_2_2_ctrl  (
    input clk,rst_n,load,cmp1,cmp2,cmp3,
    output swap_left,swap_right ,update,done,sel
);
    reg swap_left_nx,swap_left_r , swap_right_nx,swap_right_r; 
    reg update_nx,update_r;
    reg done_nx,done_r;
    reg sel_nx,sel_r;
    reg [1:0] left_count_nx ,left_count_r , right_count_nx, right_count_r;
    reg [2:0] data_count_nx,data_count_r;
    enum bit [1:0] {IDLE , CMP2 , CMP1 ,WAIT} current_state , next_state;
    always @ (posedge clk , negedge rst_n)begin
        if(!rst_n)begin
            current_state<=IDLE;
            swap_left_r<='b0;
            swap_right_r<='b0;
            update_r<='b0;
            done_r<='b0;
            sel_r<='b0;
            data_count_r<='b0;
            right_count_r<='b0;
            left_count_r<='b0;
        end
        else begin
            current_state<=next_state;
            swap_left_r<=swap_left_nx;
            swap_right_r<=swap_right_nx;
            update_r<=update_nx;
            done_r<=done_nx;
            sel_r<=sel_nx; 
            data_count_r<=data_count_nx;
            right_count_r<=right_count_nx;   
            left_count_r<=left_count_nx;
        end
    end
    always @ (*)begin
        next_state=current_state;
        swap_left_nx='b0;
        swap_right_nx='b0;
        update_nx=update_r;
        done_nx=done_r;               
        sel_nx=sel_r;  
        data_count_nx = data_count_r;
        left_count_nx =left_count_r;
        right_count_nx =right_count_r;
        case(current_state)
            IDLE:begin
                if(load==1'b1)begin
                    next_state=CMP2;
                    done_nx='b0;    
                end
            end
            CMP2:begin
                if(cmp2)begin
                    swap_left_nx=1'b1;
                    next_state=WAIT;
                end
                if (cmp3)begin
                    swap_right_nx=1'b1;
                    next_state=WAIT;
                end
                if (! (cmp2 || cmp3)) begin
                    next_state=CMP1;
                end
            end
            WAIT:begin
                     next_state=CMP1;
            end
            CMP1:begin
                if(data_count_r==3'd4)begin
                    next_state=IDLE;
                    done_nx=1'b1;
                    update_nx=1'b0;
                    sel_nx=1'b0;
                    data_count_nx='b0;
                    right_count_nx='b0;
                    left_count_nx='b0;
                end
                else begin
                    if(swap_left_r==1'b1||swap_right_r==1'b1)begin  
                        update_nx=1'b0;
                    end
                    else if (right_count_r==2'd2)begin
                        update_nx=1'b1;
                        data_count_nx=data_count_r+1;
                        sel_nx=1'b1;
                        swap_left_nx=1'b1;
                        left_count_nx=left_count_r+1;
                        if(left_count_r==1'd1)begin
                            swap_left_nx=1'b0;
                        end 
                    end
                    else if (left_count_r==2'd2)begin
                        sel_nx=1'b0;
                        update_nx=1'b1;
                        data_count_nx=data_count_r+1;
                        right_count_nx=right_count_r+1;
                        swap_right_nx=1'b1;
                        if(right_count_r==2'd1)begin
                            swap_right_nx=1'b0;
                        end
                    end
                    else if (cmp1==1'b0)begin   
                        sel_nx=1'b0;
                        swap_right_nx=1'b1;
                        update_nx=1'b1;
                        right_count_nx=right_count_r+1;
                        data_count_nx=data_count_r+1;
                        if(right_count_r==2'd1)begin
                            swap_right_nx=1'b0;
                        end
                    end
                    else if (cmp1==1'b1)begin  
                        sel_nx=1'b1;
                        swap_left_nx=1'b1;
                        data_count_nx=data_count_r+1;
                        left_count_nx=left_count_r+1;
                        update_nx=1'b1;
                        if(left_count_r==2'd1)begin
                            swap_left_nx=1'b0;
                        end
                    end
                end
            end
        endcase
    end
    assign swap_right =swap_right_r;
    assign swap_left =swap_left_r;
    assign update = update_r;
    assign sel = sel_r;
    assign done = done_r;
endmodule
module lower_layer_2_2_datapath #(
    parameter DATA_WIDTH=8
) (
    input clk , rst_n , load,swap_left,swap_right, sel,
    input [DATA_WIDTH-1:0]  data_0,data_1,data_2,data_3,
    output [DATA_WIDTH-1:0] sorted_data ,
    output cmp1 , cmp2 , cmp3   
);
    wire      [DATA_WIDTH-1:0]    data_0_r;
    wire      [DATA_WIDTH-1:0]    data_1_r;
    wire      [DATA_WIDTH-1:0]    data_2_r;
    wire      [DATA_WIDTH-1:0]    data_3_r; 
     swap_unit #(  .DATA_WIDTH(DATA_WIDTH)) swap_unit0_inst (
     .clk(clk) , .rst_n(rst_n),.load(load),.swap(swap_left),
    .data_1(data_0) ,
    .data_2(data_1) ,
    .s_data_1(data_0_r) ,
    .s_data_2(data_1_r) 
);
     swap_unit #(  .DATA_WIDTH(DATA_WIDTH)) swap_unit1_inst (
     .clk(clk) , .rst_n(rst_n),.load(load),.swap(swap_right),
    .data_1(data_2) ,
    .data_2(data_3) ,
    .s_data_1(data_2_r) ,
    .s_data_2(data_3_r) 
);
    assign cmp1= data_0_r<data_2_r ? 1'b1:1'b0;  
    assign cmp2= data_0_r>data_1_r ? 1'b1:1'b0;  
    assign cmp3= data_2_r>data_3_r ? 1'b1:1'b0;  
    assign sorted_data = (sel==1'b1) ? data_0_r:data_2_r;
endmodule
module lower_layer_2_2_ctrl_top #(
    parameter DATA_WIDTH=8
) (
    input clk , rst_n,load , 
    input [DATA_WIDTH-1:0] data_0, data_1, data_2,data_3,
    output done , update ,
    output[DATA_WIDTH-1:0] sorted_data 
);
    wire cmp1,cmp2,cmp3,swap_left,swap_right,sel;
 lower_layer_2_2_datapath #(
     .DATA_WIDTH(DATA_WIDTH)) lower_layer_2_2_datapath
      (
    .clk(clk) , .rst_n(rst_n) , .load(load),.swap_left(swap_left),.swap_right(swap_right), .sel(sel),
    .data_0(data_0),.data_1(data_1),.data_2(data_2),.data_3(data_3),
    .sorted_data(sorted_data) ,
    .cmp1(cmp1) , .cmp2(cmp2) , .cmp3(cmp3)   
);
 lower_layer_2_2_ctrl   lower_layer_2_2_ctrl_inst (
    .clk(clk),.rst_n(rst_n),.load(load),.cmp1(cmp1),.cmp2(cmp2),.cmp3(cmp3),
     .swap_left(swap_left),.swap_right(swap_right) ,.update(update),.done(done),.sel(sel)
);
endmodule
module swap_unit #(
    parameter DATA_WIDTH=8
) (
    input clk , rst_n,load,swap,
    input       [DATA_WIDTH-1:0] data_1 ,
    input       [DATA_WIDTH-1:0] data_2 ,
    output reg  [DATA_WIDTH-1:0] s_data_1 ,
    output reg  [DATA_WIDTH-1:0] s_data_2 
);
    always @ (posedge clk , negedge rst_n)begin
        if(!rst_n)begin
            s_data_1<='b0;
            s_data_2<='b0;
        end
        else if  (swap==1'b1)begin
            s_data_1<=s_data_2;
            s_data_2<=s_data_1;
        end
        else if (load==1'b1)begin
            s_data_1<=data_1;
            s_data_2<=data_2;  
        end
    end
endmodule
File: run.sh
#!/bin/bash
# OpenROAD 26Q1-2900-gdf79404cd8, Yosys 0.63+post, stock flow scripts
make -C /OpenROAD-flow-scripts/flow DESIGN_CONFIG=/design/flow/config.mk WORK_HOME=/design/flow/orfs finish
File: config.mk
export PLATFORM = sky130hd
export DESIGN_NAME = lower_layer_2_2_ctrl_top
export DESIGN_NICKNAME = lower_layer_2_2_ctrl_top
export VERILOG_FILES = /design/flow/design.v
export SDC_FILE = /design/flow/constraint.sdc
export NUM_CORES = 4
export LEC_CHECK = 1
export CORE_UTILIZATION = 30
File: constraint.sdc
current_design lower_layer_2_2_ctrl_top

set clk_period 2.8
set clk_io_pct 0.2

create_clock -name clk0 -period $clk_period [get_ports {clk}]

set non_clock_inputs [all_inputs -no_clocks]
set_input_delay [expr $clk_period * $clk_io_pct] -clock clk0 $non_clock_inputs
set_output_delay [expr $clk_period * $clk_io_pct] -clock clk0 [all_outputs]
==> impl_report.txt <==
=== SYNTHESIS / PLACE & ROUTE SUMMARY ===
----------------------------------------------------
[CTS]
  Number of clock sinks seen by CTS ........................ 48
  CTS hold repair buffers ........................ 0
  Count of H-tree levels built during CTS ........................ 2
  TritonCTS clock tree ........................ yes
  Root buffer cell ........................ clkbuf_8
  Clock Path Buffers ........................ 2
  CTS clk-pin slew, worst paths ........................ 80 ps
  Post-CTS resize count ........................ 0
  TritonCTS Buffers ........................ 5
  Clock latency of the later-clocked register in the worst-skew pair ........................ about 300 ps
  Post-CTS Repair Setup Buffers ........................ 0

[Routing]
  Vias/cell ........................ 4.596
  Average wire per standard cell ........................ 12.66 um
  Total inserted antenna cells ........................ 0
  Drt first pass iters ........................ 4
  Antenna-violating nets left ........................ 0
  Routed WL ........................ 6141 um
  # DRC ........................ 0
  Routed via count ........................ 2229
  Starting DRC count in detailed routing ........................ 76

[Run]
  Number of warnings in the stage logs ........................ 28
  MaxCap Viol Count ........................ 0

[Synthesis]
  Distinct lib cells used ........................ 40
  Average size of a mapped cell ........................ about 9.3 um2
  Share of the synthesized area in the top cell type ........................ about two fifths
  Synth area leaders ........................ dfrtp_1 41%, ha_1 13%, mux2i_1 11%
  Count of instantiated cells in the yosys netlist ........................ 311
  Cells after Synth ........................ 311
  Biggest area consumer among synthesized cells ........................ dfrtp_1
  Part of the Yosys area used for sequential elements ........................ 41.64%
  Number of synthesized register bits ........................ 48
  Number of flops mapped to enable cells by yosys ........................ 0
  Chip area in the Yosys report ........................ 2888 um2
  Synthesis Warnings ........................ 2
  Commonest flop ........................ dfrtp_1
  FFs w/ async S/R, synth ........................ 100.0%
  Synthesized area ........................ 2888 um2

[Place]
  Gpl congestion ........................ 0.8129
  Hpwl dp ........................ 4650 um
  PortBufs ........................ 44

[Hold path]
  Type of the most critical hold path ........................ in -> async

[Die]
  Core Region ........................ 9284 um2
  Die area ........................ 10020 um2
  Die height ........................ 100.1 um
  Count of pins on the block boundary ........................ 45
  Standard-cell rows ........................ 35
  Pre-placement core utilization ........................ 31.11%
  Die Span X ........................ 100.1 um

[Timing]
  Tcrit/Tclk final ........................ 80.74%
  Actual transition at the worst max-transition pin ........................ roughly 840 ps
  Worst clock skew ........................ 4.620 ps
  Worst relative slew slack ........................ 44.32%
  WHS ........................ about 340 ps
  Number of max-slew violations in the final report ........................ 0
  Setup TNS after final layout ........................ 0 ps
  Fmax ........................ between 400 and 500 MHz
  Min Tclk post-route ........................ 2261 ps
  Setup repair after global routing missed its margin ........................ no
  Final setup violation count ........................ 0
  Final Hold Vio Count ........................ 0

[GRT]
  Total global routing overflow ........................ 0
  Vias in the first global route ........................ 2128
  First-pass GRT wire length ........................ 10300 um
  Initial antenna violation count ........................ 0
  Total routing resource utilization after global routing ........................ a little over an eighth
  Maximum number of pins on one net before global-route repair ........................ 36

[Critical path]
  Slowest cell on crit path ........................ dfrtp_1
  Worst Path Class, Setup ........................ reg -> out
  Element type at the critical path end ........................ primary output
  Cells along the critical path ........................ nand2_1 -> o21ai_0 -> clkdlybuf4s50_1
  Buffers and inverters on the worst path ........................ 1
  Required time worst endpoint ........................ roughly 2200 ps
  Highest fanout seen on the critical path ........................ 17
  Delay-heaviest family, CP ........................ flip-flops
  Worst stage delay on the critical path ........................ 690 ps
  CP arrival ........................ 1700 ps
  Type of element launching the critical path ........................ register

[Run status]
  Outcome ........................ finished clean

[Pwr]
  Sequential share of power ........................ between 30 and 40%
  Net switching fraction of the power ........................ 42.20%
  Power share of the clock group ........................ 11.2%
  Int Pwr ........................ 0.002185 W
  Share of total power in combinational logic ........................ 50.3%
  Power spent charging and discharging nets ........................ 0.001595 W
  Cell area power density ........................ 1064 nW/um2
  VDD IR-drop max ........................ 0.0004873 V
  Leakage power total ........................ 1.658 nW

[Cells and area]
  Area growth syn-to-layout ........................ 23.09%
  Share of final-layout standard cells stronger than drive strength 1 ........................ 6.461%

----------------------------------------------------
stage by stage:
| stage | area [um2] | util [%] | setup slack, ps | total power (W) | instances |
|---|---|---|---|---|---|
| floorplan | 2888 | - | 1115 | 0.002714 | 311 |
| global placement | 3465 | 37.32 | 830.3 | 0.003356 | 477 |
| detailed placement | 3465 | 37.32 | 825.9 | 0.003387 | 477 |
| CTS | 3555 | 38.29 | 483.5 | 0.003835 | 485 |
| global route | 3555 | 38.29 | 401.1 | 0.004221 | 485 |
| finish | 3555 | 38.29 | 539.2 | 0.003781 | 485 |
kinds of logic (layout without fill, tap and decap cells):
| group | Yosys count | in the layout | synth area share, % |
|---|---|---|---|
| adder cells (fa/ha/maj) | 29 | 29 | 12.57 |
| buffers and inverters | 42 | 87 | 5.589 |
| flip-flops | 48 | 48 | 41.64 |
| multiplexers | 33 | 33 | 11.44 |
| AND-OR/OR-AND | 85 | 85 | 17.68 |
| AND/OR/NAND/NOR | 74 | 74 | 11.09 |
synthesized netlist by cell type, types with 2 or more instances:
master and count:
a21boi_0 2, a21oi_1 9, buf_1 2, buf_2 3, clkbuf_1 6, dfrtp_1 47, ha_1 29, inv_1 31
mux2i_1 33, nand2_1 52, nand4_1 4, nor2_1 8, nor2b_1 2, o211ai_1 3, o21ai_0 49, o21ai_1 6
o22ai_1 2
area by class of cell:
cell class | instances | area, um2
Multi-Input combinational cell | 221 | 1524
Timing Repair Buffer | 48 | 460.4
Clock buffer | 8 | 90.09
Fill cell | 965 | 5729
Inverter | 31 | 116.4
Tap cell | 129 | 161.4
Sequential cell | 48 | 1202
layout by cell type, fill, tap and decap left out, types with 3 or more instances in the layout:
master,instances
a21oi_1,9
buf_4,4
clkbuf_8,6
clkdlybuf4s50_1,42
dfrtp_1,47
ha_1,29
inv_1,31
mux2i_1,33
nand2_1,52
nand4_1,4
nor2_1,8
o211ai_1,3
o21ai_0,49
o21ai_1,6
routing by layer:
metal,global-route usage (%),up-vias,share of wire [%]
li1,-,1164,-
met1,20.32,1008,50
met2,20.42,47,44
met3,2.691,10,5.2
met4,2.007,0,1.4
met5,0,-,0
worst reg2reg max path, stage by stage, from the launching register on:
cell	delay [ps]
dfrtp_1	700
nor2_1	490
o21ba_4	240
nand2_2	70
a21o_1	180
o22ai_2	130
state kept, by name (all words and copies together) (netlist names):
| name | count |
|---|---|
| lower_layer_2_2_ctrl_inst.current_state | 4 |
| lower_layer_2_2_datapath.swap_unit1_inst.s_data_1 | 8 |
| lower_layer_2_2_ctrl_inst.data_count_r | 3 |
| lower_layer_2_2_ctrl_inst.swap_right_r | 1 |
| lower_layer_2_2_ctrl_inst.done_r | 1 |
| lower_layer_2_2_datapath.swap_unit0_inst.s_data_2 | 8 |
| lower_layer_2_2_ctrl_inst.left_count_r | 2 |
| lower_layer_2_2_datapath.swap_unit1_inst.s_data_2 | 8 |
| lower_layer_2_2_ctrl_inst.update_r | 1 |
| lower_layer_2_2_ctrl_inst.swap_left_r | 1 |
| lower_layer_2_2_datapath.swap_unit0_inst.s_data_1 | 8 |
| lower_layer_2_2_ctrl_inst.sel_r | 1 |
| lower_layer_2_2_ctrl_inst.right_count_r | 2 |
worst paths after layout:
check	endpoint	slack, ps	start	cells after the start
worst max-delay path	sorted_data[5]	540	lower_layer_2_2_ctrl_inst.sel_r	3
worst min-delay path	lower_layer_2_2_ctrl_inst.done_r	340	rst_n	1
worst max register to register	lower_layer_2_2_ctrl_inst.right_count_r[1]	920	lower_layer_2_2_ctrl_inst.swap_left_r	5
worst min register to register	lower_layer_2_2_ctrl_inst.update_r	480	lower_layer_2_2_ctrl_inst.update_r	2
max in group asynchronous	async pin	1780	rst_n	2
min in group clk0	lower_layer_2_2_ctrl_inst.update_r	480	lower_layer_2_2_ctrl_inst.update_r	2
power by group through the flow:
| stage | clock, W | sequential [W] | combinational (W) |
|---|---|---|---|
| 4_1_cts | 0.000442 | 0.00146 | 0.00194 |
| 5_1_grt | 0.000460 | 0.00153 | 0.00223 |
| 6_report | 0.000424 | 0.00145 | 0.00190 |
Power and IR drop assume default switching activity.
